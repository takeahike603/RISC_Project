## design/flow/design.v

```verilog
module ajc_8bit_addsub_struc_v (cin, x, y, sum, cout, overflow);
	input cin;
	input [7:0] x, y;
	output [7:0] sum;
	output cout, overflow;
	wire [8:0] c;
	wire [7:0] y1sc;
	assign c[0] = cin;
	assign y1sc = {8{cin}} ^ y;  
ajc_fa_struc_v	stage0 (.cin(c[0]), .x(x[0]), .y(y1sc[0]), .sum(sum[0]), .cout(c[1]));
ajc_fa_struc_v	stage1 (.cin(c[1]), .x(x[1]), .y(y1sc[1]), .sum(sum[1]), .cout(c[2]));
ajc_fa_struc_v	stage2 (.cin(c[2]), .x(x[2]), .y(y1sc[2]), .sum(sum[2]), .cout(c[3]));
ajc_fa_struc_v	stage3 (.cin(c[3]), .x(x[3]), .y(y1sc[3]), .sum(sum[3]), .cout(c[4]));
ajc_fa_struc_v	stage4 (.cin(c[4]), .x(x[4]), .y(y1sc[4]), .sum(sum[4]), .cout(c[5]));
ajc_fa_struc_v	stage5 (.cin(c[5]), .x(x[5]), .y(y1sc[5]), .sum(sum[5]), .cout(c[6]));
ajc_fa_struc_v	stage6 (.cin(c[6]), .x(x[6]), .y(y1sc[6]), .sum(sum[6]), .cout(c[7]));
ajc_fa_struc_v	stage7 (.cin(c[7]), .x(x[7]), .y(y1sc[7]), .sum(sum[7]), .cout(c[8]));
	assign cout = c[8];
	assign overflow = c[7] ^ c[8];
endmodule
module ajc_fa_struc_v (cin, x, y, sum, cout);
	input cin, x, y;
	output sum, cout;
	wire z1, z2, z3;
		xor (sum, x, y, cin);
		and (z1, x, y);
		and (z2, x, cin);
		and (z3, y, cin);
		or (cout, z1, z2, z3);
endmodule
```

## design/flow/run.sh

```bash
#!/bin/bash
# OpenROAD 26Q1-2900-gdf79404cd8, Yosys 0.63+post, stock flow scripts
make -C /OpenROAD-flow-scripts/flow DESIGN_CONFIG=/design/flow/config.mk WORK_HOME=/design/flow/orfs finish
```

## design/flow/config.mk

```make
export PLATFORM = sky130hd
export DESIGN_NAME = ajc_8bit_addsub_struc_v
export DESIGN_NICKNAME = ajc_8bit_addsub_struc_v
export VERILOG_FILES = /design/flow/design.v
export SDC_FILE = /design/flow/constraint.sdc
export NUM_CORES = 4
export LEC_CHECK = 1
export CORE_AREA = 10 10 70 70
export DIE_AREA = 0 0 80 80
```

## design/flow/constraint.sdc

```tcl
current_design ajc_8bit_addsub_struc_v

set clk_period 5.6
set clk_io_pct 0.2

create_clock -name clk0 -period $clk_period

set non_clock_inputs [all_inputs -no_clocks]
set_input_delay [expr $clk_period * $clk_io_pct] -clock clk0 $non_clock_inputs
set_output_delay [expr $clk_period * $clk_io_pct] -clock clk0 [all_outputs]
```

==> impl_metrics.tcl <==
# collected from the flow reports
set metrics [dict create \
    status "finished clean" \
    ant_nets 0 \
    grt_pass1_wl_um 1497 \
    crit_required_ns 4.48 \
    setup_violations 0 \
    crit_buf_inv 4 \
    ys_types 7 \
    post-dp-hpwl_um 885.3 \
    grtUsageTotal_pct 2.840 \
    viasPerCell 2.748 \
    hold_viol_final 0 \
    drc 0 \
    post-route-min-period_ns 5.426 \
    drt-pass1-iter-count 1 \
    die_h_um 80 \
    rows 21 \
    yosysSeqAreaShare_pct 0 \
    drt_wl_total_um 964 \
    logic_family "adder cells" \
    vias 294 \
    yosys.area.top_type "fa_1" \
    ir_worst_vdd_mv 0.04648 \
    p_per_area_nw_per_um2 122.1 \
    clkbuf_count 0 \
    rsz0062_at_grt "no" \
    critical_path_class "in2out" \
    avgSynthCellArea_um2 9.121 \
    crit_path_end_kind "primary output" \
    area_growth_pct 86.64 \
    fin_cells 107 \
    dieWidth_um 80 \
    ys_warn_count 0 \
    cp_max_fo 2 \
    hold_depth 3 \
    yosys-top-cells-area "fa_1, buf_4, xnor2_1" \
    timing.final.crit_share_pct 96.89 \
    synth_cells 38 \
    mux_area_share_pct 3.249 \
    timing.fmax_ghz 0.1843 \
    die-area_um2 6400 \
    antenna_found_initial 0 \
    hp-class "in2out" \
    seq_area_um2 0 \
    ios 27 \
    grt.overflow.total 0 \
    drtIter0Drc 0 \
    fp_util_pct 10.15 \
    slew_viol_final 0 \
    cp-start-kind "input port" \
    ys_sh_simple_pct 0 \
    ys_area_um2 346.6 \
    dpl.cell_count 106 \
    final_area_um2 646.9 \
    seq_cell_count 0 \
    cp.arrival_ns 4.31 \
    synthAoiAreaFrac_pct 0 \
    ys_sh_xor_pct 22.74 \
    crit_chain "dlygate4sd2_1 -> mux2_4 -> fa_2 -> inv_2 -> fa_2 -> fa_2 -> fa_2 -> fa_2 -> fa_2 -> inv_2 -> fa_2 -> buf_2" \
    synth_top_area_share_pct 40.43 \
    synth_stat.cells 38 \
    cap_violations 0 \
    n_antenna_cell 0 \
    grt_pass1_vias 304 \
    leakagePower_uw 0.0002799 \
    tool_warnings 32 \
    top_cell "inv_1" \
    path_depth 12 \
    core-area_um2 3416 \
    dpl-instance-area_um2 633.1 \
    grt_max_degree 7 \
    crit_top_cell "fa_2" \
    synth_area_um2 346.6 \
    cts_hold_buf 0 \
    critical-path-slowest-cell "fa_2" \
    slew-limit-headroom_pct 85.74 \
    netlist_top_cells_count "inv_1, buf_4, fa_1" \
    routabilityCongestion 0.8020 \
    drive_gt1_share_pct 31.15 \
    worst_pin_slew_ns 0.2124 \
    slowest_delay_ns 0.41 \
    adder_share_pct 40.43 \
    path_delay_family "adder cells" \
    numPortBuffers 27 \
    wl_per_cell_um 9.009 \
]
cell type report:
class	count	area (um^2)
fillers	383	2769
well taps	46	57.56
inverters	12	45.04
repair buffers	32	285.3
multi-input cells	17	259.0
power by group:
| part | internal, uW | switching (uW) |
|---|---|---|
| registers | 0 | 0 |
| logic | 53.1 | 25.9 |
| clock network | 0 | 0 |
| total | 53.1 | 25.9 |
metrics by stage:
stage	hold slack (ns)	utilization (%)	setup WS, ns	setup TNS [ns]	power [uW]
finish	3.005	18.94	0.1743	0	78.99
global route	3.033	18.94	0.05755	0	90.31
CTS	3.015	18.86	0.002688	0	81.39
detailed placement	3.277	18.53	-0.5307	-1.566	82.25
global placement	3.278	18.53	-0.4961	-1.439	81.64
floorplan	2.389	-	0.3239	0	44.28
final timing paths:
check,end,slack [ns],start
worst max-delay path,sum[7],0.17,y[0]
worst min-delay path,sum[7],3.01,x[7]
layer usage:
metal / GRT usage [%] / vias up / routed length [um] / share of wire, %
met5: 0 / - / 0 / 0
met4: 0 / 0 / 0 / 0
met3: 2.500 / 0 / 241 / 25
met2: 2.809 / 27 / 245 / 25
met1: 4.386 / 128 / 476 / 49
li1: - / 139 / - / -
cell families after synthesis:
| group | count (synthesis) |
|---|---|
| xor gates and xnor gates | 9 |
| adders and majority gates | 7 |
| buffers and inverters | 21 |
| muxes | 1 |
timing repair:
action                     in CTS  in global routing
gates resized                  24                  2
setup buffers                   1                  0
hold endpoints to repair        0                  0
pin swaps                       8                  4
setup endpoints to repair       4                  2
placed cells by master, fill, tap and decap left out, drive strengths merged:
master	instances
xor2	3
buf	7
fa	7
clkbuf	1
mux2	1
clkdlybuf4s50	18
inv	12
xnor2	6
dlygate4sd2	6
No activity file was given, so power comes from the tool's default toggle rates.
