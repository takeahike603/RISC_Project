## /design/flow/design.v

```verilog
module ajcRISC_CU_v
	(Reset, Clock, IW, SR_CNVZ, 
	RST_PC, LD_PC, CNT_PC, LD_IR, LD_R0, LD_R1, LD_R2, LD_R3,
	LD_SR, LD_MABR, LD_MAXR, LD_MAR, RW, 
	LD_IPDR, LD_OPDR, SRC1_SEL, SRC2_SEL, WB_SEL, ALU_FS, crtMCis);
input Reset, Clock;
input [7:0] IW;
input [3:0] SR_CNVZ;
output reg RST_PC, LD_PC, CNT_PC, LD_IR, LD_R0, LD_R1, LD_R2, LD_R3, 
	LD_SR, LD_MABR, LD_MAXR, LD_MAR, RW, LD_IPDR, LD_OPDR;
output reg [1:0] SRC1_SEL, SRC2_SEL, WB_SEL;
output reg [3:0] ALU_FS;
output reg [2:0] crtMCis;
reg [1:0] Rsd, Rs;
reg [2:0] MC;
reg [3:0] OpCode, IW_CNVZ;
reg carry, negative, overflow, zero;
parameter [2:0] MC0=3'b000, MC1=3'b001, MC2=3'b010, MC3=3'b011, MC4=3'b100;
parameter [3:0] ADD_IC=4'b0000, SUB_IC=4'b0001, INC_IC=4'b0010, DEC_IC=4'b0011, 
		XOR_IC=4'b0100, AND_IC=4'b0101, OR_IC=4'b0110, CPY_IC=4'b0111, 
		SHRA_IC =4'b1000, SHXL_IC=4'b1001, RXC_IC=4'b1010, LD_IC=4'b1011, 
		ST_IC=4'b1100, JUMP_IC=4'b1101, IN_IC=4'b1110, OUT_IC=4'b1111;
always @ (posedge Clock) begin
OpCode = IW[7:4]; Rsd = IW[3:2]; Rs = IW[1:0];
IW_CNVZ = IW[3:0]; carry = SR_CNVZ[3]; negative = SR_CNVZ[2]; 
overflow = SR_CNVZ[1]; zero = SR_CNVZ[0];
case (Reset) 
1'b1 : begin 
	RST_PC = 1'b1; LD_PC = 1'b0; CNT_PC = 1'b0; LD_IR = 1'b0; 
	LD_R0 = 1'b0; LD_R1 = 1'b0; LD_R2 = 1'b0; LD_R3 = 1'b0;
	LD_SR = 1'b0; ALU_FS = 4'b0000;
	LD_MABR = 1'b0; LD_MAXR = 1'b0; LD_MAR = 1'b0; RW = 1'b0; 
	LD_IPDR = 1'b0; LD_OPDR = 1'b0;
	SRC1_SEL = 2'b00; SRC2_SEL = 2'b00; WB_SEL = 2'b00;
	crtMCis = MC0; MC = MC0; end
1'b0 : begin
	case (MC)
		MC0: begin
	RST_PC = 1'b0; LD_PC = 1'b0; CNT_PC = 1'b1; LD_IR = 1'b1; 
	LD_R0 = 1'b0; LD_R1 = 1'b0; LD_R2 = 1'b0; LD_R3 = 1'b0;
	LD_SR = 1'b0; ALU_FS = 4'b0000; 
	LD_MABR = 1'b0; LD_MAXR = 1'b0; LD_MAR = 1'b0; RW = 1'b0; 
	LD_IPDR = 1'b0; LD_OPDR = 1'b0;
	SRC1_SEL = 2'b00; SRC2_SEL = 2'b00; WB_SEL = 2'b00;
	crtMCis = MC0; MC = MC1; end
		MC1: begin
	RST_PC = 1'b0; LD_PC = 1'b0; CNT_PC = 1'b0; LD_IR = 1'b0; 
	LD_R0 = 1'b0; LD_R1 = 1'b0; LD_R2 = 1'b0; LD_R3 = 1'b0;
	LD_SR = 1'b0; ALU_FS = 4'b0000;
	LD_MABR = 1'b0; LD_MAXR = 1'b0; LD_MAR = 1'b0; RW = 1'b0; 
	LD_IPDR = 1'b0; LD_OPDR = 1'b0;
	SRC1_SEL = 2'b00; SRC2_SEL = 2'b00; WB_SEL = 2'b00;
	crtMCis = MC1; MC = MC2; end
		MC2: begin
			case (OpCode)
		ADD_IC, SUB_IC, INC_IC, DEC_IC, XOR_IC, AND_IC, OR_IC, 
		SHRA_IC, SHXL_IC, RXC_IC: begin
	RST_PC = 1'b0; LD_PC = 1'b0; CNT_PC = 1'b0; LD_IR = 1'b0; 
	LD_R0 = 1'b0; LD_R1 = 1'b0; LD_R2 = 1'b0; LD_R3 = 1'b0;
	case(Rsd)
	2'b00 : begin
	LD_R0 = 1'b1;
	end 2'b01 : begin
	LD_R1 = 1'b1; 
	end 2'b10 : begin
	LD_R2 = 1'b1; 
	end 2'b11 : begin
	LD_R3 = 1'b1;
	end default begin 
	LD_R0 = 1'b0; LD_R1 = 1'b0; LD_R2 = 1'b0; LD_R3 = 1'b0; end
	endcase
	LD_SR = 1'b1; ALU_FS = OpCode;
	LD_MABR = 1'b0; LD_MAXR = 1'b0; LD_MAR = 1'b0; RW = 1'b0; 
	LD_IPDR = 1'b0; LD_OPDR = 1'b0;
	SRC1_SEL = Rsd; SRC2_SEL = Rs; WB_SEL = 2'b00;
	crtMCis = MC2; MC = MC0; end
		CPY_IC : begin
	RST_PC = 1'b0; LD_PC = 1'b0; CNT_PC = 1'b0; LD_IR = 1'b0; 
	LD_R0 = 1'b0; LD_R1 = 1'b0; LD_R2 = 1'b0; LD_R3 = 1'b0;
	case(Rsd)
	2'b00 : begin
	LD_R0 = 1'b1;
	end 2'b01 : begin
	LD_R1 = 1'b1; 
	end 2'b10 : begin
	LD_R2 = 1'b1; 
	end 2'b11 : begin
	LD_R3 = 1'b1;
	end default begin 
	LD_R0 = 1'b0; LD_R1 = 1'b0; LD_R2 = 1'b0; LD_R3 = 1'b0; end
	endcase
	LD_SR = 1'b0; ALU_FS = OpCode;
	LD_MABR = 1'b0; LD_MAXR = 1'b0; LD_MAR = 1'b0; RW = 1'b0; 
	LD_IPDR = 1'b0; LD_OPDR = 1'b0;
	SRC1_SEL = Rs; SRC2_SEL = 2'b00; WB_SEL = 2'b00;
	crtMCis = MC2; MC = MC0; end
		LD_IC, ST_IC, JUMP_IC : begin
	RST_PC = 1'b0; LD_PC = 1'b0; CNT_PC = 1'b1; LD_IR = 1'b0; 
	LD_R0 = 1'b0; LD_R1 = 1'b0; LD_R2 = 1'b0; LD_R3 = 1'b0;
	LD_SR = 1'b0; ALU_FS = 4'b0000;
	LD_MABR = 1'b1; LD_MAXR = 1'b1; LD_MAR = 1'b0; RW = 1'b0; 
	LD_IPDR = 1'b0; LD_OPDR = 1'b0;
	SRC1_SEL = Rs; SRC2_SEL = 2'b00; WB_SEL = 2'b00;
	crtMCis = MC2; MC = MC3; end
		IN_IC : begin
	RST_PC = 1'b0; LD_PC = 1'b0; CNT_PC = 1'b0; LD_IR = 1'b0; 
	LD_R0 = 1'b0; LD_R1 = 1'b0; LD_R2 = 1'b0; LD_R3 = 1'b0;
	LD_SR = 1'b0; ALU_FS = 4'b0000;
	LD_MABR = 1'b0; LD_MAXR = 1'b0; LD_MAR = 1'b0; RW = 1'b0; 
	LD_IPDR = 1'b1; LD_OPDR = 1'b0;
	SRC1_SEL = Rsd; SRC2_SEL = 2'b00; WB_SEL = 2'b10;
	crtMCis = MC2; MC = MC3; end
		OUT_IC : begin
	RST_PC = 1'b0; LD_PC = 1'b0; CNT_PC = 1'b0; LD_IR = 1'b0; 
	LD_R0 = 1'b0; LD_R1 = 1'b0; LD_R2 = 1'b0; LD_R3 = 1'b0;
	LD_SR = 1'b0; ALU_FS = 4'b0000;
	LD_MABR = 1'b0; LD_MAXR = 1'b0; LD_MAR = 1'b0; RW = 1'b0; 
	LD_IPDR = 1'b0; LD_OPDR = 1'b1;
	SRC1_SEL = Rsd; SRC2_SEL = 2'b00; WB_SEL = 2'b00;
	crtMCis = MC2; MC = MC0; end 
		default: begin
	RST_PC = 1'b0; LD_PC = 1'b0; CNT_PC = 1'b0; LD_IR = 1'b0; 
	LD_R0 = 1'b0; LD_R1 = 1'b0; LD_R2 = 1'b0; LD_R3 = 1'b0;
	LD_SR = 1'b0; 
	LD_MABR = 1'b0; LD_MAXR = 1'b0; LD_MAR = 1'b0; RW = 1'b0; ALU_FS = 4'b0000;
	LD_IPDR = 1'b0; LD_OPDR = 1'b0;
	SRC1_SEL = 2'b00; SRC2_SEL = 2'b00; WB_SEL = 2'b00;
	crtMCis = MC2; MC = MC0; end
			endcase end
		MC3: begin
			case (OpCode)
		LD_IC : begin
	RST_PC = 1'b0; LD_PC = 1'b0; CNT_PC = 1'b0; LD_IR = 1'b0; 
	LD_R0 = 1'b0; LD_R1 = 1'b0; LD_R2 = 1'b0; LD_R3 = 1'b0;
	LD_SR = 1'b0; ALU_FS = 4'b0000;
	LD_MABR = 1'b0; LD_MAXR = 1'b0; LD_MAR = 1'b1; RW = 1'b0; 
	LD_IPDR = 1'b1; LD_OPDR = 1'b0;
	SRC1_SEL = 2'b00; SRC2_SEL = 2'b00; WB_SEL = 2'b00;
	crtMCis = MC3; MC = MC4; end
		ST_IC : begin
	RST_PC = 1'b0; LD_PC = 1'b0; CNT_PC = 1'b0; LD_IR = 1'b0; 
	LD_R0 = 1'b0; LD_R1 = 1'b0; LD_R2 = 1'b0; LD_R3 = 1'b0;
	LD_SR = 1'b0; ALU_FS = 4'b0000;
	LD_MABR = 1'b0; LD_MAXR = 1'b0; LD_MAR = 1'b1; RW = 1'b0; 
	LD_IPDR = 1'b0; LD_OPDR = 1'b1;
	SRC1_SEL = Rsd; SRC2_SEL = 2'b00; WB_SEL = 2'b00;
	crtMCis = MC3; MC = MC4; end
		JUMP_IC : begin
	RST_PC = 1'b0; LD_PC = 1'b0; CNT_PC = 1'b0; LD_IR = 1'b0; 
	LD_R0 = 1'b0; LD_R1 = 1'b0; LD_R2 = 1'b0; LD_R3 = 1'b0;
	LD_SR = 1'b0; ALU_FS = 4'b0000;
	LD_MABR = 1'b0; LD_MAXR = 1'b0; LD_MAR = 1'b1; RW = 1'b0; 
	LD_IPDR = 1'b0; LD_OPDR = 1'b0;
	SRC1_SEL = Rsd; SRC2_SEL = 2'b00; WB_SEL = 2'b00;
	crtMCis = MC3; MC = MC4; end
		IN_IC : begin
	RST_PC = 1'b0; LD_PC = 1'b0; CNT_PC = 1'b0; LD_IR = 1'b0; 
				case (Rsd)
					2'b00 : begin
	LD_R0 = 1'b1; LD_R1 = 1'b0; LD_R2 = 1'b0; LD_R3 = 1'b0; end
					2'b01 : begin
	LD_R0 = 1'b0; LD_R1 = 1'b1; LD_R2 = 1'b0; LD_R3 = 1'b0; end
					2'b10 : begin
	LD_R0 = 1'b0; LD_R1 = 1'b0; LD_R2 = 1'b1; LD_R3 = 1'b0; end
					2'b11 : begin
	LD_R0 = 1'b0; LD_R1 = 1'b0; LD_R2 = 1'b0; LD_R3 = 1'b1; end
				endcase	
	LD_SR = 1'b0; ALU_FS = 4'b0000;
	LD_MABR = 1'b0; LD_MAXR = 1'b0; LD_MAR = 1'b0; RW = 1'b0; 
	LD_IPDR = 1'b0; LD_OPDR = 1'b0;
	SRC1_SEL = Rsd; SRC2_SEL = 2'b00; WB_SEL = 2'b10;
	crtMCis = MC3; MC = MC0; end
		default: begin
	RST_PC = 1'b0; LD_PC = 1'b0; CNT_PC = 1'b0; LD_IR = 1'b0; 
	LD_R0 = 1'b0; LD_R1 = 1'b0; LD_R2 = 1'b0; LD_R3 = 1'b0;
	LD_SR = 1'b0; ALU_FS = 4'b0000;
	LD_MABR = 1'b0; LD_MAXR = 1'b0; LD_MAR = 1'b0; RW = 1'b0; 
	LD_IPDR = 1'b0; LD_OPDR = 1'b0;
	SRC1_SEL = 2'b00; SRC2_SEL = 2'b00; WB_SEL = 2'b00;
	crtMCis = MC3; MC = MC0; end
			endcase end
		MC4: begin
			case (OpCode)
		LD_IC : begin
	RST_PC = 1'b0; LD_PC = 1'b0; CNT_PC = 1'b0; LD_IR = 1'b0; 
				case (Rsd)
					2'b00 : begin
	LD_R0 = 1'b1; LD_R1 = 1'b0; LD_R2 = 1'b0; LD_R3 = 1'b0; end
					2'b01 : begin
	LD_R0 = 1'b0; LD_R1 = 1'b1; LD_R2 = 1'b0; LD_R3 = 1'b0; end
					2'b10 : begin
	LD_R0 = 1'b0; LD_R1 = 1'b0; LD_R2 = 1'b1; LD_R3 = 1'b0; end
					2'b11 : begin
	LD_R0 = 1'b0; LD_R1 = 1'b0; LD_R2 = 1'b0; LD_R3 = 1'b1; end
				endcase	
	LD_SR = 1'b0; ALU_FS = 4'b0000;
	LD_MABR = 1'b0; LD_MAXR = 1'b0; LD_MAR = 1'b0; RW = 1'b0; 
	LD_IPDR = 1'b0; LD_OPDR = 1'b0;
	SRC1_SEL = Rsd; SRC2_SEL = 2'b00; WB_SEL = 2'b01;
	crtMCis = MC4; MC = MC0; end
		ST_IC : begin
	RST_PC = 1'b0; LD_PC = 1'b0; CNT_PC = 1'b0; LD_IR = 1'b0; 
	LD_R0 = 1'b0; LD_R1 = 1'b0; LD_R2 = 1'b0; LD_R3 = 1'b0;
	LD_SR = 1'b0; ALU_FS = 4'b0000;
	LD_MABR = 1'b0; LD_MAXR = 1'b0; LD_MAR = 1'b0; RW = 1'b1; 
	LD_IPDR = 1'b0; LD_OPDR = 1'b0;
	SRC1_SEL = Rsd; SRC2_SEL = 2'b00; WB_SEL = 2'b01;
	crtMCis = MC4; MC = MC0; end
		JUMP_IC : begin
			case (IW_CNVZ)
	4'b0000 : begin LD_PC = 1'b1; end
	4'b1000 : begin if (carry    == 1'b1) LD_PC = 1'b1; else LD_PC = 1'b0; end
	4'b0100 : begin if (negative == 1'b1) LD_PC = 1'b1; else LD_PC = 1'b0; end
	4'b0010 : begin if (overflow == 1'b1) LD_PC = 1'b1; else LD_PC = 1'b0; end
	4'b0001 : begin if (zero     == 1'b1) LD_PC = 1'b1; else LD_PC = 1'b0; end
	default : LD_PC = 1'b0; endcase
	RST_PC = 1'b0; CNT_PC = 1'b0; LD_IR = 1'b0; 
	LD_R0 = 1'b0; LD_R1 = 1'b0; LD_R2 = 1'b0; LD_R3 = 1'b0;
	LD_SR = 1'b0; ALU_FS = 4'b0000;
	LD_MABR = 1'b0; LD_MAXR = 1'b0; LD_MAR = 1'b0; RW = 1'b0; 
	LD_IPDR = 1'b0; LD_OPDR = 1'b0;
	SRC1_SEL = Rsd; SRC2_SEL = 2'b00; WB_SEL = 2'b01;
	crtMCis = MC4; MC = MC0; end 
		default: begin
	RST_PC = 1'b0; LD_PC = 1'b0; CNT_PC = 1'b0; LD_IR = 1'b0; 
	LD_R0 = 1'b0; LD_R1 = 1'b0; LD_R2 = 1'b0; LD_R3 = 1'b0;
	LD_SR = 1'b0; ALU_FS = 4'b0000;
	LD_MABR = 1'b0; LD_MAXR = 1'b0; LD_MAR = 1'b0; RW = 1'b0; 
	LD_IPDR = 1'b0; LD_OPDR = 1'b0;
	SRC1_SEL = 2'b00; SRC2_SEL = 2'b00; WB_SEL = 2'b00;
	crtMCis = MC4; MC = MC0; end
			endcase end
	endcase end 
	endcase end
endmodule
```

## /design/flow/run.sh

```bash
#!/bin/bash
# OpenROAD 26Q1-2900-gdf79404cd8, Yosys 0.63+post, stock flow scripts
make -C /OpenROAD-flow-scripts/flow DESIGN_CONFIG=/design/flow/config.mk WORK_HOME=/design/flow/orfs finish
```

## /design/flow/config.mk

```make
export PLATFORM = sky130hd
export DESIGN_NAME = ajcRISC_CU_v
export DESIGN_NICKNAME = ajcRISC_CU_v
export VERILOG_FILES = /design/flow/design.v
export SDC_FILE = /design/flow/constraint.sdc
export NUM_CORES = 4
export LEC_CHECK = 1
export CORE_AREA = 10 10 100 100
export DIE_AREA = 0 0 110 110
```

## /design/flow/constraint.sdc

```tcl
current_design ajcRISC_CU_v

set clk_period 3.8
set clk_io_pct 0.2

create_clock -name clk0 -period $clk_period [get_ports {Clock}]

set non_clock_inputs [all_inputs -no_clocks]
set_input_delay [expr $clk_period * $clk_io_pct] -clock clk0 $non_clock_inputs
set_output_delay [expr $clk_period * $clk_io_pct] -clock clk0 [all_outputs]
```

==> flow_metrics.tcl <==
# yosys + openroad results
set metrics [dict create \
    drive_gt1_frac 0.0814 \
    routed_wl_um 3760 \
    syn_inst 131 \
    ir_worst_vdd_mv 0.107 \
    pwr-share-seq 0.549 \
    final.min_clock_period_ns 2.45 \
    synth_cell_types 36 \
    whs_ns 0.457 \
    ys_warn_count 1 \
    warnings 25 \
    place_congestion 0.787 \
    cp_data_arrival_time_ns 2.40 \
    r2r_slack_ns 2.09 \
    cp-start-kind "primary input" \
    final-setup-viol-count 0 \
    gr-usage-all-layers 0.0643 \
    fin_setup_tns_ns 0 \
    drc 0 \
    viasPerCell 4.08 \
    die_y_um 110 \
    hold_viol_final 0 \
    switchingPower_w 0.000164 \
    worstReg2RegStart "MC[1]$_DFF_P_" \
    via_count 1118 \
    grt_pass1_wl_um 5980 \
    worstSetupPathType "in -> reg" \
    cp_max_fo 14 \
    r2r_cells 3 \
    slew_headroom 0.617 \
    fp_util 0.192 \
    p_comb_frac 0.133 \
    detail-route-antenna-nets 0 \
    io_pins 42 \
    p_per_area_nw_per_um2 362 \
    antenna_found_initial 0 \
    syn_to_final_growth_pct 38.9 \
    synth_area_um2 1500 \
    synth-area-yosys_um2 1500 \
    worst_slew_pin_slew_ns 0.571 \
    ctsResizeCount 0 \
    htreeDepth 2 \
    ys_seq_share 0.607 \
    power.internal_w 0.000590 \
    grt_start_max_net_pins 15 \
    end_kind "flip-flop" \
    n_antenna_cell 0 \
    min-delay-start "MC[3]$_DFF_P_" \
    sw_frac_of_total 0.217 \
    r2r_end "SRC2_SEL[1]$_SDFFCE_PP0P_" \
    p_leak_nw 0.770 \
    cap_violations 0 \
    fin_worst_skew_ns 0.00743 \
    syn_area_per_cell_um2 11.5 \
    dieWidth_um 110 \
    cts.sinks 32 \
    coreArea_um2 7810 \
    placementRows 32 \
    power.clock.fraction 0.318 \
    die-area_um2 12100 \
    drtIter0Drc 80 \
    whs_endpoint "MC[2]$_DFF_P_" \
    cts_buffers 5 \
    port_buffers 41 \
    drt-pass1-iter-count 4 \
    lay_top_count "clkdlybuf4s50_1" \
    cts_tree "done" \
    ys_cells 131 \
    grt_overflow 0 \
    clk_path_buf_depth 2 \
    status "finished clean" \
    drv_slew 0 \
    utilization 0.267 \
    post-cts-setup-buffers 0 \
    wl_per_cell_um 13.7 \
    fmax_ghz 0.408 \
    finalCritPeriodShare 0.646 \
    hold_depth 2 \
    path_clk_slew_ns 0.06 \
    clkLatencyLatePin_ns 0.28 \
    cp.required_ns 3.75 \
    power.total_w 0.000754 \
    hpwlAfterDp_um 2960 \
    ctsHoldBuffers 0 \
    grt_pass1_vias 1142 \
    cts-root-buf "clkbuf_8" \
    ys_ff 32 \
    hold_class "reg -> reg" \
    rsz0062_at_grt "false" \
    lay_top_cells "clkdlybuf4s50_1, edfxtp_1, nor2_1, nand2b_1, nor3_1" \
]
-- through the flow --
| stage | cells | setup WS [ns] | area, um^2 |
|---|---|---|---|
| 2_1_floorplan | 131 | 1.91 | 1500 |
| 3_3_place_gp | 266 | 1.08 | 2000 |
| 3_5_place_dp | 266 | 1.03 | 2000 |
| 4_1_cts | 274 | 1.33 | 2080 |
| 5_1_grt | 274 | 1.17 | 2080 |
| 6_report | 274 | 1.35 | 2080 |
-- worst max path at each step --
stage | from | end | depth (start not counted)
4_1_cts | Reset | SRC2_SEL[0]$_SDFFCE_PP0P_ | 4
5_1_grt | Reset | RST_PC$_DFFE_PP_ | 4
6_report | Reset | SRC2_SEL[1]$_SDFFCE_PP0P_ | 4
-- critical path, stage by stage --
cell,delay [ns]
clkdlybuf4s50_1,0.61
or3_4,0.44
nor3_4,0.28
nand2b_1,0.31
-- per-layer routing --
layer / global-route usage / part of all wire / up-vias
li1: - / - / 559
met5: 0 / 0 / -
met3: 0.0247 / 0.077 / 8
met4: 0.0149 / 0.019 / 0
met2: 0.0936 / 0.46 / 38
met1: 0.0897 / 0.44 / 513
-- cells in the mapped netlist --
cell      number  area share
or3b_2         1      0.0058
o22ai_1        3       0.013
a2111o_1       1      0.0075
inv_1          9       0.023
o21ai_1        1      0.0033
a31oi_1        3       0.013
dfxtp_1        5       0.067
nand2b_1      11       0.046
nand4b_1       1      0.0058
nand3b_1       2       0.010
and2_1         2      0.0083
and3b_1        1      0.0058
clkbuf_1       3      0.0075
a21oi_2        1      0.0058
a21oi_1        4       0.013
buf_2          4       0.013
edfxtp_1      27        0.54
nor2_1        12       0.030
o21bai_1       1      0.0050
o2111a_1       1      0.0075
nor4_1         1      0.0042
nand3_1        2      0.0067
a21o_1         2       0.010
a211o_2        1      0.0067
nand2_1        3      0.0075
o22ai_2        1      0.0083
nor3_4         1       0.011
or3_4          2       0.015
or2b_1         1      0.0050
mux2i_1        2       0.013
and3_1         3       0.013
o21ai_0        5       0.017
and4_2         1      0.0067
nor2b_1        2      0.0083
nor3_1        10       0.033
buf_4          1      0.0050
-- power by group through the flow --
stage	combinational (W)	sequential [W]	clock, W
after CTS	0.000103	0.000414	0.000248
after global routing	0.000111	0.000417	0.000268
final	0.000101	0.000413	0.000240
-- area by class of cell --
class,count,area (um^2)
Clock buffer,6,72.6
Sequential cell,32,911
Multi-Input combinational cell,82,517
Tap cell,102,128
Timing Repair Buffer,41,410
Clock inverter,2,11.3
Fill cell,811,5720
Inverter,9,33.8
-- state kept, by name, indices dropped and copies added (netlist names), 2 cells and up --
register and cells:
ALU_FS 4, crtMCis 3, SRC2_SEL 2, MC 5
WB_SEL 2, SRC1_SEL 2
-- cell families after synthesis --
logic type	count (synthesis)	synth area share
DFF	32	0.607
buffers and inverters	17	0.0484
and+or+nand+nor	56	0.222
muxes	2	0.0133
AOI/OAI and AO/OA	24	0.109
No activity file was given, so power comes from the tool's default toggle rates.
