==> flow/config.mk <==
export PLATFORM = sky130hd
export DESIGN_NAME = ajc_IW2ASCII_v
export DESIGN_NICKNAME = ajc_IW2ASCII_v
export VERILOG_FILES = /design/flow/design.v
export SDC_FILE = /design/flow/constraint.sdc
export NUM_CORES = 4
export LEC_CHECK = 1
export CORE_UTILIZATION = 30
==> flow/constraint.sdc <==
current_design ajc_IW2ASCII_v

set clk_period 1.3
set clk_io_pct 0.2

create_clock -name clk0 -period $clk_period [get_ports {Clock}]

set non_clock_inputs [all_inputs -no_clocks]
set_input_delay [expr $clk_period * $clk_io_pct] -clock clk0 $non_clock_inputs
set_output_delay [expr $clk_period * $clk_io_pct] -clock clk0 [all_outputs]
==> flow/design.v <==
module ajc_IW2ASCII_v (IW, Reset, Clock, ICis);
input [7:0] IW;
input Reset, Clock;
output reg [95:0] ICis;
reg [7:0] iw32, iw10, sbit;
always @ (posedge Clock) begin
iw32 = 8'h30 + {6'b000000, IW[3:2]};
iw10 = 8'h30 + {6'b000000, IW[1:0]};
if (IW[3:0] == 4'b0000) sbit = 8'h55;
else if (IW[3:0] == 4'b1000) sbit = 8'h43;
else if (IW[3:0] == 4'b0100) sbit = 8'h4E;
else if (IW[3:0] == 4'b0010) sbit = 8'h56;
else if (IW[3:0] == 4'b0001) sbit = 8'h5A;
else sbit = 8'h3f;
if (Reset == 1'b1)
	ICis = {8'h52, 8'h53, 8'h54, 8'h20};  
else case (IW[7:4])
	4'b0000 : ICis = {8'h41, 8'h44, 8'h44, 8'h20, 8'h20, 8'h52, iw32, 8'h2c, 8'h20, 8'h52, iw10, 8'h3B};  
	4'b0001 : ICis = {8'h53, 8'h55, 8'h42, 8'h20, 8'h20, 8'h52, iw32, 8'h2c, 8'h20, 8'h52, iw10, 8'h3B};  
	4'b0010 : ICis = {8'h49, 8'h4E, 8'h43, 8'h20, 8'h20, 8'h52, iw32, 8'h2c, 8'h20, 8'h23, iw10, 8'h3B};  
	4'b0011 : ICis = {8'h44, 8'h45, 8'h43, 8'h20, 8'h20, 8'h52, iw32, 8'h2c, 8'h20, 8'h23, iw10, 8'h3B};  
	4'b0100 : ICis = {8'h58, 8'h4F, 8'h52, 8'h20, 8'h20, 8'h52, iw32, 8'h2c, 8'h20, 8'h52, iw10, 8'h3B};  
	4'b0101 : ICis = {8'h41, 8'h4E, 8'h44, 8'h20, 8'h20, 8'h52, iw32, 8'h2c, 8'h20, 8'h52, iw10, 8'h3B};  
	4'b0110 : ICis = {8'h4F, 8'h52, 8'h20, 8'h20, 8'h20, 8'h52, iw32, 8'h2c, 8'h20, 8'h52, iw10, 8'h3B};  
	4'b0111 : ICis = {8'h43, 8'h50, 8'h59, 8'h20, 8'h20, 8'h52, iw32, 8'h2c, 8'h20, 8'h52, iw10, 8'h3B};  
	4'b1000 : ICis = {8'h53, 8'h48, 8'h52, 8'h41, 8'h20, 8'h52, iw32, 8'h2c, 8'h20, 8'h23, iw10, 8'h3B};  
	4'b1001 : ICis = {8'h53, 8'h48, 8'h78, 8'h20, 8'h20, 8'h52, iw32, 8'h2c, 8'h20, 8'h23, iw10, 8'h3B};  
	4'b1010 : ICis = {8'h52, 8'h78, 8'h43, 8'h20, 8'h20, 8'h52, iw32, 8'h2c, 8'h20, 8'h23, iw10, 8'h3B};  
	4'b1011 : ICis = {8'h4C, 8'h44, 8'h20, 8'h20, 8'h20, 8'h52, iw32, 8'h2c, 8'h20, 8'h4D, 8'h41, 8'h3B};  
	4'b1100 : ICis = {8'h53, 8'h54, 8'h20, 8'h20, 8'h20, 8'h52, iw32, 8'h2c, 8'h20, 8'h4D, 8'h41, 8'h3B};  
	4'b1101 : ICis = {8'h4A, 8'h55, 8'h4D, 8'h50, 8'h20, 8'h69, 8'h66, 8'h20, sbit, 8'h3D, 8'h31, 8'h3B};  
	4'b1110 : ICis = {8'h49, 8'h4E, 8'h20, 8'h52, iw32, 8'h2c, 8'h20, 8'h50, 8'h42, 8'h53, 8'h57, 8'h3B};  
	4'b1111 : ICis = {8'h4F, 8'h55, 8'h54, 8'h20, 8'h52, iw32, 8'h2c, 8'h20, 8'h4C, 8'h45, 8'h44, 8'h3B};  
	default : ICis = {8'h4E, 8'h44, 8'h45, 8'h46};  
	endcase
end
endmodule
==> flow/run.sh <==
#!/bin/bash
# OpenROAD 26Q1-2900-gdf79404cd8, Yosys 0.63+post, stock flow scripts
make -C /OpenROAD-flow-scripts/flow DESIGN_CONFIG=/design/flow/config.mk WORK_HOME=/design/flow/orfs finish
==> run summary <==
Port Buf Inserts = 82
Synth Cell Area = 2460 µm²
# DRC = 0
tool warnings = 26
post-route cell area = 3770 µm²
run status = completed
Fin. Hold Viols = 0
CTS HTree Levels = 3
Max Cap Viol = 0
Setup CP Type = in -> reg
Remaining Overflow, GRT = 0
most frequent logic cell in the layout = dlygate4sd2_1
vias in the first global route = 1,895
RSZ-0062 raised after global routing = no
Synth warnings = 1
PnR worst setup slack = 86.0 ps
die area = 8560 µm²
Flop pwr share = 42.9%
vias post-DR = 2,108
Fmax achieved = 0.824 GHz
share of cells above drive strength 1 = 25.7%
row cnt = 32
Setup-failing EPs final = 0
Sw Ratio = 21.2%
ANT nets after route = 0
cycle use final = 93.4%
hold_ws = 344 ps
largest net degree at the start of global routing = 18
via/cell ratio = 4.36
dominant register cell = dfxtp_1
Post-Syn Instances = 264
most frequently placed logic cells in the final layout = dlygate4sd2_1 (75), buf_4 (49), dfxtp_1 (43)
clock sinks = 60
CTS Buf Count = 9
Syn Area/Cell = 9.31 µm²
Die Width = 92.5 µm
Yosys chip area = 2460 µm²
Leak = 0.00185 µW
hpwl dp = 4.18 mm
Final GP Congestion = 0.780
Post-synth EDFFs = 0
Init Core Util = 31.5%
antenna fix cells = 0
clock network power share = 44.2%
yosys cell count = 264
total wire length = 5.82 mm
core area = 7810 µm²
GRT Overall Usage = 13.7%
CTS tree = done
Reg clk slew, reported paths = 60 ps
Hold Crit Start = Reset
Syn-to-layout area delta = 53.4%
Top-Level Pins = 106
arrival time worst endpoint = 1450 ps
Async S/R FF share, synth = 0%
Die Height = 92.5 µm
Worst Setup Start Kind = input pin
Cell variety after synth = 48
max reg flops = 60
Gate power share = 12.9%
Worst VDD drop = 0.805 mV
register area share after synthesis = 48.9%
PwrDens = 1220 nW/µm²
global-route wire length before repair = 9.05 mm
root buffer cell = clkbuf_8
initial antenna violation count = 0
CP max FO = 4
DR iter-0 viols = 106
routed len/inst = 12.0 µm
Pint = 3620 µW
CP Launch Point = IW[3]
Net Switching = 972 µW
Hold WC Path Type = in -> reg
worst endpoint required time = 1540 ps
DRT Pass-1 Iters = 4
min Tclk post-route = 1210 ps
DP Area = 3490 µm²
Pins Over Slew Limit = 0
Flops after synth = 60
Worst Setup End Kind = flip-flop
deepest clock path buffer count = 2
setup slack at placement = -510 ps
==> critical path, stage by stage <==
cell and delay [ps]:
clkdlybuf4s50_1 560, nor3_1 80, or3_1 330, o21ba_2 220
==> final timing paths <==
check | to | slack, ps | depth (start not counted)
min | ICis[54] | 340 | 2
max | ICis[30] | 90 | 4
==> routing by layer <==
| layer | routed length, µm | track usage, % | up-vias | share of wire (%) |
|---|---|---|---|---|
| li1 | - | - | 1051 | - |
| met1 | 2700 | 20.5 | 970 | 46 |
| met2 | 2600 | 21.0 | 76 | 45 |
| met3 | 413 | 3.59 | 11 | 7.1 |
| met4 | 102 | 1.95 | 0 | 1.8 |
| met5 | 0 | 0 | - | 0 |
==> stage by stage <==
step | cells | utilization, % | total power, µW | setup TNS [ps]
after floorplan | 285 | - | 2300 | 0
after global placement | 461 | 44.7 | 2650 | -20570
after detailed placement | 461 | 44.7 | 2650 | -20740
after CTS | 484 | 48.3 | 4650 | -56.0
after global routing | 483 | 48.3 | 4780 | 0
final | 483 | 48.3 | 4590 | 0
==> area by class of cell <==
class | instances | area [µm²]
fill | 755 | 4040
clock inverter | 6 | 111
multi-input combinational | 163 | 951
tap | 102 | 128
clock buffer | 10 | 138
inverter | 5 | 18.8
timing repair buffer | 137 | 1200
sequential | 60 | 1220
==> cells in the mapped netlist, types with 2 or more instances <==
library cell / n / area (µm²)
dfxtp_1: 60 / 1200
buf_4: 38 / 285
nor2_1: 21 / 78.8
a21oi_1: 16 / 80.1
buf_2: 13 / 65.1
nand2_1: 13 / 48.8
nor3_1: 8 / 40.0
o21ai_0: 8 / 40.0
nand2b_1: 7 / 43.8
nor2b_1: 6 / 37.5
inv_1: 5 / 18.8
o21a_1: 5 / 37.5
a21o_1: 4 / 30.0
or3_1: 4 / 25.0
clkbuf_1: 3 / 11.3
nand3_1: 3 / 15.0
nor3b_1: 3 / 22.5
a2111oi_2: 2 / 30.0
a211oi_1: 2 / 15.0
a21boi_0: 2 / 15.0
a31oi_1: 2 / 12.5
and2_1: 2 / 12.5
and3_1: 2 / 12.5
buf_6: 2 / 22.5
conb_1: 2 / 7.51
nand3b_1: 2 / 15.0
o21bai_1: 2 / 15.0
o22ai_1: 2 / 12.5
o311a_1: 2 / 20.0
or2_2: 2 / 12.5
or2b_1: 2 / 15.0
xnor2_1: 2 / 17.5
xor2_1: 2 / 17.5
==> power by group through the flow <==
stage	Clock (µW)	Combinational, µW	Sequential, µW
5_1_grt	2140	654	1980
6_report	2030	593	1970
4_1_cts	2080	600	1970
==> timing repair <==
item | in CTS | in global routing
cloned | 2 | 0
hold buffers | 0 | 0
hold endpoints to repair | 0 | 0
endpoints found under the setup margin | 102 | 16
setup buffers | 5 | 0
gates resized | 103 | 5
==> logic make-up after synthesis <==
group,Yosys count,synth area share [%]
simple gates,80,17.0
buf+inv,62,16.5
flops,60,48.9
compound gates,54,15.1
xor+xnor,4,1.43
other cells,2,0.306
fa+ha+maj,1,0.407
mux,1,0.407
Power and IR drop assume default switching activity.
